**design.v**
```verilog
`timescale 1ns / 1ps
module sseg_time_mux(
        output logic [5:0] disp_en,
        output logic [7:0] sseg,
        input  logic       clk,
        input  logic       rstn,
        input  logic       clken,
        input  logic [7:0] sec0,
        input  logic [7:0] sec1,
        input  logic [7:0] min0, 
        input  logic [7:0] min1, 
        input  logic [7:0] hr0, 
        input  logic [7:0] hr1
    );
    logic [2:0] en_cntr;
    always_ff @(posedge clk or negedge rstn)
        if (!rstn)
            en_cntr <= 0;
        else 
            if (clken)
                en_cntr <= (en_cntr == 6'd5) ? '0 : (en_cntr + 1'b1);
    always_comb begin
        case (en_cntr)
            0 : begin
                disp_en     = 6'b111_110;
                sseg = sec0;
            end
            1 : begin
                disp_en     = 6'b111_101;
                sseg = sec1; 
            end
            2 : begin
                disp_en = 6'b111_011;
                sseg = min0;
            end
            3 : begin
                disp_en = 6'b110_111;
                sseg = min1;
            end
            4 : begin
                disp_en = 6'b101_111;
                sseg = hr0;
            end
            5 : begin
                disp_en = 6'b011_111;
                sseg = hr1;
            end
            default : begin
                disp_en = 6'b011_111;
                sseg = hr1;
            end      
        endcase
    end
endmodule
```
**run.sh**
```bash
#!/bin/bash
# OpenROAD 26Q1-2900-gdf79404cd8, Yosys 0.63+post, stock flow scripts
make -C /OpenROAD-flow-scripts/flow DESIGN_CONFIG=/design/flow/config.mk WORK_HOME=/design/flow/orfs finish
```
**config.mk**
```make
export PLATFORM = sky130hd
export DESIGN_NAME = sseg_time_mux
export DESIGN_NICKNAME = sseg_time_mux
export VERILOG_FILES = /design/flow/design.v
export SDC_FILE = /design/flow/constraint.sdc
export NUM_CORES = 4
export LEC_CHECK = 1
export CORE_AREA = 10 10 70 70
export DIE_AREA = 0 0 80 80
```
**constraint.sdc**
```tcl
current_design sseg_time_mux

set clk_period 3.4
set clk_io_pct 0.2

create_clock -name clk0 -period $clk_period [get_ports {clk}]

set non_clock_inputs [all_inputs -no_clocks]
set_input_delay [expr $clk_period * $clk_io_pct] -clock clk0 $non_clock_inputs
set_output_delay [expr $clk_period * $clk_io_pct] -clock clk0 [all_outputs]
```
==> results.json <==
{
  "cts_resized": 0,
  "path_max_fanout": 17,
  "worstMarginPinSlew_ns": 0.4487,
  "peakVddDrop_uv": 494.6,
  "syn_inst": 91,
  "setup.worst_path.end_class": "primary output",
  "yosys.area_share.adder": 0.03725,
  "switching_share": 0.3962,
  "postRouteAntennaNets": 0,
  "fp_util": 0.1868,
  "avgRoutedWirePerCell_um": 14.02,
  "io_buffers": 64,
  "drtPass1Iterations": 4,
  "powerDensity_mw_per_mm2": 700.1,
  "htree_levels": 1,
  "yosysTopAreaCellShare": 0.1255,
  "top_regs": "en_cntr: 3 flops",
  "min_period_ns": 3.115,
  "drt_iter0_drc": 29,
  "critical_path_class": "flip-flop to primary output",
  "coreArea_mm2": 0.003416,
  "hold_ws_ns": 0.6276,
  "muxShareOfSynthArea": 0.1255,
  "clk_path_buf_depth": 2,
  "clock-sinks": 3,
  "synth_area_leader_cell": "mux2i_1",
  "fp.dieArea_mm2": 0.006400,
  "rsz0062_at_grt": "no",
  "worst_clock_skew_ns": 0.0003614,
  "drive_gt1_frac": 0.08442,
  "cts_root_buf": "clkbuf_4",
  "place.gp.congestion": 0.8050,
  "die_x_um": 80,
  "p_switching_uw": 367.8,
  "maxSlewViolCount": 0,
  "synthTopCellsByCount": "11 x nand2_1, 11 x o21ai_0, 9 x nor2_1",
  "numSynthFlops": 3,
  "p_clk_frac": 0.069,
  "startpoint_type": "flip-flop",
  "grt_pass1_vias": 895,
  "edf_count": 0,
  "power.share.combinational": 0.823,
  "p_int_uw": 560.6,
  "cts.clk_slew.worst_paths_ns": 0.04,
  "hold_buffers": 0,
  "slew_headroom": 0.7009,
  "vias_per_cell": 4.390,
  "ys_chip_area_um2": 638.1,
  "rr_worst_depth": 6,
  "ys_top_logic_family": "AND-OR/OR-AND gates",
  "fin_crit_sh": 0.9163,
  "area_growth_pct": 107.8,
  "cts_setup_buffers": 0,
  "grt_max_degree": 18,
  "pwr-share-seq": 0.108,
  "required_ns": 2.72,
  "ys_warn_count": 1,
  "vias": 878,
  "finalHoldViolCount": 0,
  "status": "completed",
  "fillCellCount": 342,
  "drc": 0,
  "ys_sh_aoi": 0.2980,
  "cts_tree": "done",
  "drv_cap": 0,
  "ys_seq_frac": 0.1176,
  "yosys.area_share.simple": 0.2863,
  "max_freq_ghz": 0.3210,
  "drt-total-wl_um": 2803,
  "cp.arrival_ns": 2.44,
  "ys_cells": 91,
  "regMostFlops": "en_cntr",
  "warning_count": 25,
  "ff_type": "dfrtp_1",
  "grt_use_total": 0.08318,
  "num_antenna_cells": 0,
  "rows": 21,
  "setup-tns-final_ns": 0,
  "ys_sh_xor": 0.01373,
  "cts_made_buffers": 3,
  "hpwl_um": 2365,
  "ys_async_sr_fraction": 1.000,
  "hp-class": "primary input to asynchronous set/reset pin",
  "syn_avg_cell_area_um2": 7.012,
  "setup_viol": 0,
  "dieHeight_um": 80,
  "syn_area_um2": 638.1,
  "netlist_top_cells_area": "mux2i_1 13%, dfrtp_1 12%, a22oi_1 9.4%, nand3b_1 9.4%, o21ai_0 8.6%",
  "largest_reg_flops": 3,
  "rrSetupSlack_ns": 1.92,
  "grt_pass1_wl_um": 4353,
  "clock.latency.late_pin_ns": 0.23,
  "ys_types": 26,
  "antenna_found_initial": 0,
  "io_pins": 65,
  "grt-ovfl-total": 0,
  "leakage_nw": 0.5054
}
cells by family (layout without fill, tap and decap cells):
logic type,after synthesis,after routing
AOI/OAI and AO/OA,30,30
xor gates and xnor gates,1,1
adders and majority gates,2,2
buffers and inverters,13,76
DFF,3,3
muxes,8,8
and+or+nand+nor,34,34
layout make-up:
type / instances / area (µm²) / share of cell area
sequential: 3 / 75.07 / 0.05660
inverter: 5 / 18.77 / 0.01415
timing repair buffer: 67 / 663.1 / 0.5000
tap: 46 / 57.56 / 0.04340
clock buffer: 4 / 26.28 / 0.01981
multi-input combinational: 75 / 485.5 / 0.3660
worst paths after layout:
kind                                   startpoint                endpoint
max                        en_cntr[1]$_DFFE_PN0P_                 sseg[3]
min                                          rstn  en_cntr[0]$_DFFE_PN0P_
max reg2reg                en_cntr[1]$_DFFE_PN0P_  en_cntr[2]$_DFFE_PN0P_
min reg2reg                en_cntr[2]$_DFFE_PN0P_  en_cntr[2]$_DFFE_PN0P_
max in group asynchronous                    rstn  en_cntr[2]$_DFFE_PN0P_
min in group clk0          en_cntr[2]$_DFFE_PN0P_  en_cntr[2]$_DFFE_PN0P_
layer usage:
| metal | vias to the layer above | part of all wire | global-route usage |
|---|---|---|---|
| met3 | 0 | 0.12 | 0.03182 |
| met2 | 51 | 0.41 | 0.1212 |
| met1 | 370 | 0.46 | 0.1185 |
| met5 | - | 0 | 0 |
| li1 | 457 | - | - |
| met4 | 0 | 0 | 0.003521 |
worst max-delay path, stage by stage, from the launching register on:
cell and delay, ns:
dfrtp_1 0.59, inv_2 0.16, nor2_1 0.12, ha_1 0.26, inv_1 0.13, nand2_4 0.19
nor2_1 0.08, a31oi_1 0.18, clkdlybuf4s50_1 0.50
power groups by stage:
stage | registers, mW | logic (mW) | clock network [mW]
after CTS | 0.101 | 0.779 | 0.0657
after global routing | 0.109 | 0.847 | 0.0695
final | 0.100 | 0.765 | 0.0639
per-stage QoR:
step	total power, mW	utilization	instance area [µm²]	cells	worst slack [ns]
5_1_grt	1.025	0.3883	1326	200	0.03979
3_3_place_gp	0.8668	0.3806	1300	196	0.5740
3_5_place_dp	0.8758	0.3806	1300	196	0.5336
6_report	0.9285	0.3883	1326	200	0.2845
4_1_cts	0.9449	0.3883	1326	200	0.2672
2_1_floorplan	0.4972	-	638.1	91	1.031
cells in the final DEF (no fill, tap or decap), types with 2 or more instances in the layout:
| cell type | count |
|---|---|
| a22oi_1 | 8 |
| buf_4 | 3 |
| clkbuf_4 | 3 |
| nor3_2 | 2 |
| nand3b_1 | 8 |
| nand2_1 | 11 |
| nor2_1 | 9 |
| o21ai_0 | 11 |
| dfrtp_1 | 3 |
| mux2i_1 | 8 |
| clkdlybuf4s50_1 | 64 |
| inv_1 | 4 |
| a31oi_1 | 8 |
Power is estimated from default activity; no workload was simulated.
