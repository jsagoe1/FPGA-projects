==> design.v <==
`timescale 1ns / 1ps
module hex_to_sseg(
    input logic [3:0] hex,
    input logic dp,
    output logic [7:0] sseg
);
    always_comb begin
        case (hex)
         4'h0: sseg[6:0] = 7'b1000000;
         4'h1: sseg[6:0] = 7'b1111001;
         4'h2: sseg[6:0] = 7'b0100100;
         4'h3: sseg[6:0] = 7'b0110000;
         4'h4: sseg[6:0] = 7'b0011001;
         4'h5: sseg[6:0] = 7'b0010010;
         4'h6: sseg[6:0] = 7'b0000010;
         4'h7: sseg[6:0] = 7'b1111000;
         4'h8: sseg[6:0] = 7'b0000000;
         4'h9: sseg[6:0] = 7'b0010000;
         4'ha: sseg[6:0] = 7'b0001000;
         4'hb: sseg[6:0] = 7'b0000011;
         4'hc: sseg[6:0] = 7'b1000110;
         4'hd: sseg[6:0] = 7'b0100001;
         4'he: sseg[6:0] = 7'b0000110;
         default: sseg[6:0] = 7'b0001110;   
        endcase
        sseg[7] = dp;
    end
endmodule
==> run.sh <==
#!/bin/bash
# OpenROAD 26Q1-2900-gdf79404cd8, Yosys 0.63+post, stock flow scripts
make -C /OpenROAD-flow-scripts/flow DESIGN_CONFIG=/design/flow/config.mk WORK_HOME=/design/flow/orfs finish
==> config.mk <==
export PLATFORM = sky130hd
export DESIGN_NAME = hex_to_sseg
export DESIGN_NICKNAME = hex_to_sseg
export VERILOG_FILES = /design/flow/design.v
export SDC_FILE = /design/flow/constraint.sdc
export NUM_CORES = 4
export LEC_CHECK = 1
export CORE_AREA = 10 10 70 70
export DIE_AREA = 0 0 80 80
==> constraint.sdc <==
current_design hex_to_sseg

set clk_period 1.2
set clk_io_pct 0.2

create_clock -name clk0 -period $clk_period

set non_clock_inputs [all_inputs -no_clocks]
set_input_delay [expr $clk_period * $clk_io_pct] -clock clk0 $non_clock_inputs
set_output_delay [expr $clk_period * $clk_io_pct] -clock clk0 [all_outputs]
==> run summary <==
Results of the full flow below.

Die:
- The floorplan step set the die width to around 80 µm.
- The die covers about 0.0064 mm².
- The run puts the floorplan utilization at between 8 and 9%.
- The run gives the area of the core as roughly 0.0034 mm².
- Row generation in the floorplan step produced 21 rows.
- The run gives the I/O pin count as 13.
- The run gives the die extent in y as ~80 µm.

Cells and area:
- After filler insertion, the fill cell instance count of the layout stands at between 300 and 400.
- Counting only logic cells after layout, the most numerous master is buf_4.
- The run gives the number of non-filler instances in the completed layout as approximately 100.
- Ranking logic cells in the layout by count gives the top entries buf_4 (9), buf_2 (8), ha_4 (5), buf_6 (5).
- Once layout is done, the placed cells without fillers occupy between 600 and 700 µm².
- The run puts the flip-flop and latch area at 0 µm².
- The run puts the final core area utilization at 18.3%.
- The run gives the proportion of layout cells with a drive suffix above 1 as between 60% and 70%.
- The final layout contains a sequential cell count of 0.
- The run gives the synthesis-to-layout area growth as 121%.
- The run gives the clock buffer instance count of the final layout as 0.

Logic synthesis:
- Warnings reported by Yosys during synthesis add up to 1.
- By area the synthesized netlist is led by ha_1 (31%), mux2i_1 (14%), mux4_1 (9.3%).
- The run puts the top cell type's share of synthesized area at a little under a third.
- The run gives the chip area in the Yosys report as approximately 280 µm².
- Yosys mapped the design onto 16 distinct sky130hd cell types.
- The run gives the share of the yosys chip area belonging to registers as 0%.
- The run gives the number of cells in Yosys stat as 33.
- The cell area that synthesis handed to floorplanning was roughly 280 µm².
- After synthesis, the mean cell area works out to between 8 and 9 µm².
- Sorting the Yosys area breakdown by cell type puts at the top ha_1.
- Per the post-synthesis report, the number of cells in the design is 33.

Placement:
- The run gives the area after detailed placement as approximately 530 µm².
- The run gives the weighted congestion at the end of routability-driven global placement as about 0.8.
- The number of placed instances, taps included, is about 95.
- The run puts the post-place setup slack at -1.24 ns.
- The run gives the HPWL reported at the end of detailed placement as 691 µm.
- The run puts the number of buffers inserted by port buffering at 11.

Routing:
- The run gives the detailed router's first-iteration violation count as 3.
- The run puts the number of antenna diodes at 0.
- The run gives the count of antenna-violating nets left after detailed routing as 0.
- For this run, design rule violations remaining after detail routing come to 0.
- The pre-antenna-repair detailed-routing pass consisted of 2 iterations.
- Dividing the detail-routed via count by the number of cells gives 3.19.
- The run gives the routed via count as 325.
- Dividing the detail-routed wire length by the instance count gives around 8.9 µm.
- The run puts the wire length after detailed routing at 910 µm.

Global route:
- The run puts the number of global-route vias before repair at 350.
- Global routing consumed, over all layers together, between 2 and 3% of the routing resources.
- The run gives the global-route wire length before repair as approximately 1600 µm.
- The run gives the number of antenna violations at the first check in global routing as 0.
- The run gives the residual overflow from global routing as 0.
- The run puts the maximum number of pins on one net before global-route repair at 8.

Timing:
- Across all checked pins, the minimum headroom to the slew limit is 89.9%.
- Setup repair after global routing could not meet its margin everywhere.
- The final hold violation count recorded for this run is 0.
- After layout, the worst path uses 127% of the clock period.
- The run puts the final setup violation count at 7.
- The run gives the minimum clock period after layout as roughly 1.5 ns.
- The run gives the post-route worst setup slack as -0.320 ns.
- For this run, the top clock speed supported by timing is roughly 660 MHz.
- Final hold analysis gives a worst-case slack of about 0.48 ns.
- The run gives the transition time at the pin with the least slew margin as roughly 0.15 ns.
- The run gives the number of max-slew violations in the final report as 0.

Critical path:
- The worst setup path is of the input port to output port kind.
- The run puts the delay of the slowest critical-path stage at between 0.3 and 0.4 ns.
- The run gives the kind of capture point of the worst setup path as an output port.
- The run gives the arrival time reported for the critical path endpoint as approximately 1.3 ns.
- For the worst setup path, the data required time is roughly 0.96 ns.
- The run gives the largest fanout on the critical path as 5.
- The report lists the cells along the critical path as buf_12 -> inv_12 -> ha_4 -> and2b_2 -> or3b_1 -> o21ai_1 -> buf_2.
- STA classifies the critical path startpoint as an input port.
- The run gives the critical-path cell with the highest stage delay as or3b_1.

Outcome:
- The final reports fail on negative setup slack.
- The run finished, with violations left.

Job:
- The run gives the total of max-cap violations as 0.
- The run gives the total number of warnings across the stage logs as between 40 and 50.

Hold path:
- STA reports the tightest min-delay check as being of type input port to output port.

Pwr:
- VDD sags by at most about 65 µV.
- In this run the power density over the cells is ~310 mW/mm².
- The run puts the leakage component of the power at between 0.2 and 0.3 nW.
-- metrics by stage --
stage	power [mW]	TNS [ns]
after floorplan	0.0726	-0.0168
after global placement	0.165	-7.83
after detailed placement	0.167	-7.91
after CTS	0.194	-1.47
after global routing	0.211	-1.75
final	0.193	-1.44
-- critical path, delay by kind of cell --
kind | cells | cell delay (ns)
AND-OR/OR-AND | 1 | 0.08
buffers and inverters | 3 | 0.27
adder cells (fa/ha/maj) | 1 | 0.12
AND/OR/NAND/NOR | 2 | 0.56
-- synthesized netlist by cell type, drive strengths merged --
cell type  instances
mux2i              4
o21ai              2
buf                3
a32o               1
mux4               1
ha                 7
a22o               2
mux2               1
nand2              1
or3b               1
a21oi              1
and2b              1
nor2               5
inv                3
-- kinds of logic after synthesis --
family	after synthesis	synth area share (%)
mux	6	27.4
fa+ha+maj	7	31.0
simple gates	8	14.2
compound gates	6	15.0
buf+inv	6	12.4
-- where the power goes --
group / switching (mW) / leakage [nW] / internal (mW)
sequential: 0 / 0 / 0
clock: 0 / 0 / 0
combinational: 0.0771 / 0.278 / 0.116
total: 0.0771 / 0.278 / 0.116
-- repair_timing --
action / CTS / global route
pin swaps: 8 / 3
hold buffers: 0 / 0
buffers inserted: 6 / 0
cloned: 1 / 0
gates resized: 60 / 0
endpoints found under the hold margin: 0 / 0
endpoints found under the setup margin: 7 / 7
-- area by class of cell --
class              instances  area (µm²)  share of cell area, %
inverters                  3        31.3                   5.00
well taps                 46        57.6                   9.20
multi-input cells         27         314                   50.2
repair buffers            26         223                   35.6
-- path summary, 6_finish.rpt --
kind,from,end,slack [ns],cells past startpoint
max,hex[1],sseg[0],-0.32,7
min,dp,sseg[7],0.48,0
-- layer usage --
metal	share of wire [%]	routed length (µm)	vias to the layer above	track usage [%]
met1	36	329	154	3.11
met4	3.7	34	0	1.06
met2	59	536	6	5.94
met3	1.2	11	4	0.227
met5	0	0	-	0
li1	-	-	161	-
Power and IR drop assume default switching activity.
