--- ./config.mk ---
export PLATFORM = sky130hd
export DESIGN_NAME = timer_control
export DESIGN_NICKNAME = timer_control
export VERILOG_FILES = /design/flow/design.v
export SDC_FILE = /design/flow/constraint.sdc
export NUM_CORES = 4
export LEC_CHECK = 1
export CORE_AREA = 10 10 91 91
export DIE_AREA = 0 0 101 101
--- ./constraint.sdc ---
current_design timer_control

set clk_period 4.4
set clk_io_pct 0.2

create_clock -name clk0 -period $clk_period [get_ports {clk}]

set non_clock_inputs [all_inputs -no_clocks]
set_input_delay [expr $clk_period * $clk_io_pct] -clock clk0 $non_clock_inputs
set_output_delay [expr $clk_period * $clk_io_pct] -clock clk0 [all_outputs]
--- ./design.v ---
`timescale 1ns / 1ps
module timer_control(
        input logic rstn,
        input logic clk,
        input logic clken,
        input logic blink_en,
        input logic start,
        output logic [3:0] sec0,
        output logic [3:0] sec1,
        output logic [3:0] min0,
        output logic [3:0] min1,
        output logic [3:0] hr0,
        output logic [3:0] hr1,
        output logic led
    );
    logic [3:0] sec0_nxt, sec1_nxt;
    logic [3:0] min0_nxt, min1_nxt;
    logic [3:0] hr0_nxt, hr1_nxt;
    logic [3:0] sec0p1, sec1p1, min0p1, min1p1, hr0p1, hr1p1;
    logic sec0_eq9, sec1_eq5;
    logic min0_eq9, min1_eq5;
    logic hr0_eq9,  hr1_eq9;
    logic sec59, min59;
    always_comb begin
        sec0_eq9 = (sec0 == 4'd9);
        sec1_eq5 = (sec1 == 4'd5);
        min0_eq9 = (min0 == 4'd9);
        min1_eq5 = (min1 == 4'd5);
        hr0_eq9  = (hr0  == 4'd9);
        hr1_eq9  = (hr1  == 4'd9);
        sec59    = (sec1_eq5 & sec0_eq9);
        min59    = (min1_eq5 & min0_eq9);        
        sec0p1 = sec0 + 4'd1;
        sec1p1 = sec1 + 4'd1;
        min0p1 = min0 + 4'd1;
        min1p1 = min1 + 4'd1;
        hr0p1  = hr0  + 4'd1;
        hr1p1  = hr1  + 4'd1;
    end
    always @(posedge clk or negedge rstn)
        if (!rstn)
            led <= 0;
        else if (start && blink_en)
            led <= !led;
    always_ff @(posedge clk or negedge rstn) begin
        if (!rstn)
            {sec0, sec1, min0, min1, hr0, hr1} <= '0;
        else if (start && clken) begin
            sec0 <= sec0_nxt;
            sec1 <= sec1_nxt;
            min0 <= min0_nxt;
            min1 <= min1_nxt;
            hr0  <= hr0_nxt;
            hr1  <= hr1_nxt;
        end
    end
    always_comb begin : SEG_NXT_STATE
        if (sec0_eq9)
            sec0_nxt = '0;
        else
            sec0_nxt = sec0p1;
        if (sec0_eq9)
            if (sec1_eq5)
                sec1_nxt = '0;
            else
                sec1_nxt = sec1p1;
        else
            sec1_nxt = sec1;
        if (sec59)
            if (min0_eq9)
                min0_nxt = '0;
            else
                min0_nxt = min0p1;
        else
            min0_nxt = min0;
        if (sec59 & min0_eq9)
             if (min1_eq5)
                min1_nxt = '0;
            else
                min1_nxt = min1p1;
        else
            min1_nxt = min1;
        if (sec59 & min59)
            if (hr0_eq9)
                hr0_nxt = '0;
            else
                hr0_nxt = hr0p1;
        else
            hr0_nxt = hr0;
        if (sec59 & min59 & hr0_eq9)
            if (hr1_eq9)
                hr1_nxt = '0;
            else
                hr1_nxt = hr1p1;
        else
            hr1_nxt = hr1;    
    end : SEG_NXT_STATE
endmodule
--- ./run.sh ---
#!/bin/bash
# OpenROAD 26Q1-2900-gdf79404cd8, Yosys 0.63+post, stock flow scripts
make -C /OpenROAD-flow-scripts/flow DESIGN_CONFIG=/design/flow/config.mk WORK_HOME=/design/flow/orfs finish
==> results.json <==
{
  "outcome": "completed",
  "gp_congestion": 0.781,
  "grt_usage_pct": 5.57,
  "max_slew_margin_pct": 78.3,
  "synth-edff-count": 0,
  "place_inst": 223,
  "cts_setup_buffers": 0,
  "port-buffer-count": 29,
  "post_cts_resized": 0,
  "drc_errors": 0,
  "routedWlPerCell_um": 12.1,
  "rows": 29,
  "slew_viol_final": 0,
  "powerDensity_nw_per_um2": 339,
  "wl_um": 2750,
  "cts_tree": "done",
  "p_sw_uw": 149,
  "dp_hpwl_um": 2080,
  "die_h_um": 101,
  "p_seq_share_pct": 53.6,
  "core_um2": 6350,
  "synth_cell_types": 37,
  "ys_async_sr_fraction_pct": 100,
  "rsz0062_at_grt": "false",
  "synth_area_um2": 1250,
  "antenna_found_initial": 0,
  "clock_skew_ns": 0.00225,
  "ir_drop_v": 0.000131,
  "path_clk_slew_ns": 0.08,
  "start_kind": "input port",
  "critPathKind": "in2reg",
  "grt_max_degree": 26,
  "ys_ff": 25,
  "vias": 949,
  "combinationalPowerShare_pct": 22.6,
  "maxCapViolCount": 0,
  "cts_root_buffer": "clkbuf_8",
  "syn_inst": 117,
  "instances_no_fill": 227,
  "p_leak_uw": 0.000691,
  "topCellsByArea": "dfrtp_1, xnor2_1, xor2_1",
  "required_ns": 4.56,
  "top_cell_area_share_pct": 50.0,
  "grt_pass1_wl_um": 4640,
  "final_util_pct": 26.5,
  "drive_gt1_share_pct": 8.00,
  "hp-class": "reg2reg",
  "fp.dieW_um": 101,
  "hold_buffers": 0,
  "timing.rr.start": "sec0[2]",
  "timing.final.crit_period_ns": 2.28,
  "synth-warning-count": 1,
  "insertedDiodeCount": 0,
  "p_clk_share_pct": 23.7,
  "drtIter0Drc": 24,
  "drtAntennaViolNets": 0,
  "top_cells_by_count": "dfrtp_1, nand2_1, o21ai_0",
  "dieArea_um2": 10200,
  "clock_sinks": 25,
  "worstPathArrival_ns": 2.43,
  "pin_count": 30,
  "worstPathMaxFanout": 17,
  "ff_type": "dfrtp_1",
  "hold_start": "led",
  "htree_levels": 1,
  "fin_tns_setup_ns": 0,
  "setup.worst_path.start": "start",
  "p_int_uw": 420,
  "netSwitchingFraction_pct": 26.2,
  "max_freq_mhz": 439,
  "hold_viol": 0,
  "area_growth_pct": 34.2,
  "numCtsBuffers": 3,
  "first_global_vias": 911,
  "clockBufferDepth": 2,
  "firstDrtPassIters": 4,
  "ys_seq_share_pct": 50.0,
  "worstSetupEndpointType": "flop",
  "whs_path_depth": 1,
  "via_per_inst": 4.18,
  "warnings": 25,
  "tightestPinTransition_ns": 0.325,
  "setup_viol": 0,
  "top_area_cell": "dfrtp_1",
  "clk_latency_ns": 0.26,
  "fp-utilization_pct": 19.7,
  "p_total_uw": 569,
  "worstRegToRegCells": 4,
  "top_cell": "dfrtp_1",
  "ys_cells": 117,
  "period_used_pct": 51.8,
  "synth.avg_cell_area_um2": 10.7,
  "yosysChipArea_um2": 1250,
  "grt_overflow": 0
}
## flip-flops by register name, indices dropped and copies added (netlist names)
name  cells
led       1
sec0      4
min0      4
sec1      4
hr1       4
hr0       4
min1      4
## power by group through the flow
stage / combinational (µW) / sequential (µW) / clock (µW)
finish: 129 / 305 / 135
global route: 144 / 311 / 153
CTS: 134 / 306 / 142
## metrics by stage
stage	setup slack (ns)	hold WS, ns	area, µm²
CTS	2.13	0.482	1680
detailed placement	1.83	0.465	1640
global route	2.05	0.491	1680
floorplan	2.52	0.424	1250
global placement	1.85	0.466	1640
finish	2.12	0.474	1680
## routing by layer
metal,track usage [%],vias up,part of all wire (%)
met5,0,-,0
met4,0.429,0,0.84
met3,2.84,2,9.4
met2,8.45,19,46
met1,7.27,450,44
li1,-,478,-
## worst max-delay path, cell delays in order
cell and delay (ns):
clkdlybuf4s50_1 0.51, and3_2 0.27, nand3_4 0.18, a211o_1 0.31, a221o_1 0.28
## path summary, 6_finish.rpt
check                      slack (ns)      end
setup / recovery                 2.12   hr1[3]
hold / removal                   0.47      led
setup reg to reg                 2.67   hr1[3]
hold reg to reg                  0.47      led
max in group asynchronous        3.18   hr1[2]
min in group asynchronous        0.98  min0[0]
## cell type report
type,instances,area [µm²]
Fill cell,658,4670
Sequential cell,25,626
Timing Repair Buffer,30,298
Inverter,5,18.8
Tap cell,77,96.3
Clock buffer,4,45.0
Multi-Input combinational cell,86,597
## kinds of logic (layout without fill, tap and decap cells)
group | count (synthesis) | after routing | share of synthesized area [%]
AND-OR/OR-AND | 20 | 20 | 10.1
XOR/XNOR | 13 | 13 | 9.09
buffers and inverters | 6 | 39 | 2.40
flip-flops | 25 | 25 | 50.0
multiplexers | 1 | 1 | 0.899
AND/OR/NAND/NOR | 52 | 52 | 27.6
## cell usage in the layout, fill, tap and decap left out, types with 2 or more instances in the layout
| master | n |
|---|---|
| and4bb_1 | 2 |
| xor2_1 | 6 |
| nor3_1 | 3 |
| or3_1 | 3 |
| inv_1 | 5 |
| a21o_1 | 2 |
| clkbuf_8 | 3 |
| dfrtp_1 | 25 |
| nand3_1 | 2 |
| o21ai_0 | 10 |
| xnor2_1 | 7 |
| nor2_1 | 3 |
| nor3b_1 | 2 |
| nand3b_1 | 2 |
| nand2_1 | 13 |
| nor2b_1 | 7 |
| clkdlybuf4s50_1 | 29 |
| nand2b_1 | 4 |
Power figures rest on the tool's default switching activity, not on a simulated workload.
